**flow/run.sh**
```bash
#!/bin/bash
# OpenROAD 26Q1-2900-gdf79404cd8, Yosys 0.63+post, stock flow scripts
make -C /OpenROAD-flow-scripts/flow DESIGN_CONFIG=/design/flow/config.mk WORK_HOME=/design/flow/orfs finish
```
**flow/design.v**
```verilog
module AXI4( input CLK,
     input RESET,
     input [15:0] W_DATA,  
     input W_VALID,  
     input [4:0] A_W_ADDR,  
     input A_W_VALID,  
     input [4:0] A_R_ADDR,  
     input A_R_VALID,  
     input R_READY,  
     input B_READY, 
     output reg W_READY, 
     output reg A_W_READY,  
     output reg B_VALID,  
     output reg[1:0] B_RESP,  
     output reg A_R_READY,  
     output reg [15:0] R_DATA,  
     output reg R_VALID,   
     output reg RRSEP  
    );
     reg [15:0] memory [31:0];
     integer i;
     parameter [1:0] IDLE_State_read = 2'b00;
     parameter [1:0] IDLE_State_write = 2'b00; 
     parameter [1:0] WRITE_ADDRESS_AND_DATA_State = 2'b01;
     parameter [1:0] WRITE_RESPONSE_State = 2'b10;
     parameter [1:0] READ_ADDRESS_AND_DATA_State = 2'b11;
     reg [2:0] present_state_read;
     reg [2:0] next_state_read;
     reg [2:0] next_state_write;
     reg [2:0] present_state_write;
     reg [4:0] A_R_ADDR_copy; 
     reg [4:0] A_W_ADDR_copy;
     always @ (posedge CLK  or posedge RESET)  
     begin 
         if(RESET == 1'b1) 
         begin
             A_R_READY     <= 1'b0;
             R_DATA        <= 16'b0;
             R_VALID       <= 1'b0;
             RRSEP         <= 1'b0;
             A_R_ADDR_copy <= 5'b0;
             for( i=0;i<32;i = i+1)
             begin
                 memory[i] <= {16{1'b0}}; 
             end
             present_state_read <= IDLE_State_read;
             next_state_read    <= IDLE_State_read;               
         end
         else  
         begin
             case(next_state_read)
             IDLE_State_read : begin
                             if(A_R_VALID == 1'b1)
                             begin
                                 A_R_ADDR_copy   <= A_R_ADDR;
                                 next_state_read <= READ_ADDRESS_AND_DATA_State; 
                                 A_R_READY       <= 1'b1;
                             end
                             else
                             begin
                                 next_state_read <= IDLE_State_read;
                             end
                          end
            READ_ADDRESS_AND_DATA_State: begin
                                             A_R_READY  <= 1'b0;
                                             R_VALID    <= 1'b1;
                                             R_DATA          <=      memory[A_R_ADDR_copy];  
                                             if(R_READY == 1'b1)
                                                 begin
                                                     next_state_read <= IDLE_State_read;
                                                     R_VALID <= 1'b0;
                                                 end
                                             else
                                                 begin
                                                     next_state_read <= READ_ADDRESS_AND_DATA_State;    
                                                 end
                                         end
             endcase
         end
     end
     always @ (posedge CLK  or posedge RESET)  
     begin
         if(RESET == 1'b1) 
         begin
             W_READY       <= 1'b0;
             A_W_READY     <= 1'b0;
             B_VALID       <= 1'b0;
             B_RESP        <= 2'b11;
             A_W_ADDR_copy <= 5'b0; 
             present_state_write <= IDLE_State_write;
             next_state_write    <= IDLE_State_write; 
         end    
         else  
         begin
             case(next_state_write)
             IDLE_State_write : begin
                                B_RESP  <= 2'b11;
                                if(A_W_VALID == 1'b1)
                                begin
                                  A_W_READY        <= 1'b1;
                                  A_W_ADDR_copy    <= A_W_ADDR;
                                  next_state_write <= WRITE_ADDRESS_AND_DATA_State;
                               end
                               else
                               begin
                                 next_state_write <= IDLE_State_write;
                               end
                              end
             WRITE_ADDRESS_AND_DATA_State : begin
                                        A_W_READY <= 1'b0;
                                        if(W_VALID == 1'b1)
                                        begin
                                             W_READY               <= 1'b1;
                                             memory[A_W_ADDR_copy] <= W_DATA;
                                             next_state_write      <= WRITE_RESPONSE_State;
                                        end
                                        else
                                        begin
                                             next_state_write <= WRITE_ADDRESS_AND_DATA_State;
                                        end
                                   end
             WRITE_RESPONSE_State : begin
                                         W_READY <= 1'b0;
                                         B_VALID <= 1'b1;
                                         B_RESP  <= 2'b00;
                                         if(B_READY == 1'b1)
                                         begin
                                            B_VALID          <= 1'b0;
                                            next_state_write <= IDLE_State_write;
                                         end 
                                         else
                                         begin
                                             next_state_write <= WRITE_RESPONSE_State;
                                         end
                                    end
             endcase   
         end
      end
endmodule
```
**flow/config.mk**
```make
export PLATFORM = sky130hd
export DESIGN_NAME = AXI4
export DESIGN_NICKNAME = AXI4
export VERILOG_FILES = /design/flow/design.v
export SDC_FILE = /design/flow/constraint.sdc
export NUM_CORES = 4
export LEC_CHECK = 1
export CORE_AREA = 10 10 70 70
export DIE_AREA = 0 0 80 80
```
**flow/constraint.sdc**
```tcl
current_design AXI4

set clk_period 1.0
set clk_io_pct 0.2

create_clock -name clk0 -period $clk_period [get_ports {CLK}]

set non_clock_inputs [all_inputs -no_clocks]
set_input_delay [expr $clk_period * $clk_io_pct] -clock clk0 $non_clock_inputs
set_output_delay [expr $clk_period * $clk_io_pct] -clock clk0 [all_outputs]
```
==> results.txt <==
Physical implementation status

The initial detailed-routing violation count stands at 7. The final route contains 402 vias. On the critical path the data arrives at 0.96 ns. Clock tree synthesis selected as its root buffer the cell sky130_fd_sc_hd__clkbuf_4. TritonRoute reported its final design rule violation total as 0. The synthesis stat section lists a flop and latch total of 11. The reg2reg setup slack stands at 0.09 ns.

The multi-input combinational cells in the finished layout cover a total of 188 um2. In this run the cell area of the synthesized design comes to 562 um2. The synthesized design spends more area on one cell type than any other, namely sky130_fd_sc_hd__dfrtp_1. The final timing report lists a hold violation count of 0. For this run, the slowest stage of the critical path takes 0.54 ns.

The worst path setup slack after routing stands at -0.160 ns. The Yosys warning count stands at 1026. The number of nets with antenna violations after detailed routing stands at 0.

Each instance of the synthesized netlist takes up on average 9.36 um2. Sequential cells burn 45.9% of the power. The completed layout was analyzed and its total power is 1.56 mW.

The routed design could run at a clock period as short as 1.16 ns. The area share of the largest cell type after synthesis stands at 35.6%. In the setup report, the worst path falls into the class reg2out.

The I/O pin count stands at 57. The clock arrives with 0.000829 ns of skew. The layout has 393 filler cells. The power density over cell area stands at 2110 mW/mm2. In the final report, the number of endpoints failing setup comes to 2. Summed over all layers, the global routing overflow is 0. The number of placement rows stands at 21.

In the post-route report, total wirelength is listed as 1160 um. The script reports the combined buffer and inverter count of the critical path as 2. The maximum root-to-sink buffer count stands at 2. The placer's final routability congestion estimate stands at 0.753.

The post-CTS clock slew at the launch and capture registers of the worst setup and hold paths stands at 0.07 ns. Setup repair after global routing could not meet its margin everywhere. The fmax stands at 0.862 GHz. The total clock sinks stands at 11. The number of global-route vias before repair stands at 405. The core area stands at 0.00342 mm2. The leakage power figure stands at 0.352 nW. The switching fraction of total power stands at 26.6%. The first TritonRoute pass finished after 2 iterations. Per the STA report, the cell with the highest stage delay on the worst path is sky130_fd_sc_hd__dfstp_2. The routed design shows a wire length per standard cell of 9.02 um.

The critical-path maximum fanout stands at 2. The number of buffers added on ports stands at 13. The global-route wire length before repair stands at 1800 um. Yosys attributes the largest share of cell area to sky130_fd_sc_hd__dfrtp_1 (36%), sky130_fd_sc_hd__buf_4 (24%), sky130_fd_sc_hd__dfstp_2 (14%), sky130_fd_sc_hd__o21ai_1 (5.3%), sky130_fd_sc_hd__inv_1 (4.0%).

After synthesis, the design contains 60 cells according to Yosys. Summing over the stages, the warning tally comes to 53. The number of instances in the synthesized netlist stands at 60.

The report lists the cells along the critical path as buf_6, buf_6. The final reports fail on negative setup slack. The run finished, with violations left. In this run the number of H-tree levels came out at 1. The routed via count divided by cell count stands at 3.12. The post-layout period usage of the worst path stands at 116%. The source-to-sink clock delay at the later pin of the worst-skew pair stands at 0.26 ns. The total net switching power stands at 0.416 mW.

The overall routing resource usage stands at 3.46%. The CTS buffer count stands at 3. The fraction of the core area occupied by cells at floorplan stands at 16.4%. Per the OpenROAD floorplan log, the width of the die is 80 um. Counting distinct cell types in the post-synthesis netlist gives 13. The internal portion of the total power is 1.15 mW.

The part of the total power dissipated in the clock network stands at 18.9%. The pre-CTS setup slack stands at -0.186 ns. The tightest min-delay check is of the in2async type. The kind of cell with the highest combined delay along the critical path is flip-flops. The most critical hold endpoint after final layout shows a slack of 0.217 ns. TritonCTS built the clock tree.

In this design, the critical path's most frequently occurring cell is sky130_fd_sc_hd__buf_6. The area figure in the yosys stat output stands at 562 um2. In this run the full chip footprint comes out at 0.00640 mm2. The number of antenna violations at the first check in global routing was 0. The required arrival time at the worst endpoint stands at 0.80 ns. The final core area utilization stands at 21.6%. In this run the vertical extent of the chip is 80 um.

STA classifies the critical path endpoint as a primary output. The maximum number of pins on one net before global-route repair stands at 12. Per report_power, the combinational group accounts for 35.2% of the total.

STA classifies the critical path startpoint as a register. In this run the maximum-capacitance check reported violations numbering 0. The layout overhead on the synthesized area stands at 31.4%.

The fraction of layout cells with a size suffix above 1 stands at 26.5%. Sequential cells were found to cover 49.7% of the synthesized design area. The final antenna diode count stands at 0. Across the whole layout, storage elements account for 279 um2. The number of slew-limit violations in the final report stands at 0. Per the power-grid run, VDD falls by no more than 0.000748 V.
==> cell usage in the layout (no fill, tap or decap), drive strengths merged <==
cell type,n
nor2,2
clkbuf,4
o21ai,8
nand2b,1
inv,6
nand3b,3
dfstp,3
nand2,6
clkdlybuf4s50,6
conb,17
o21a,1
dfrtp,8
a21oi,3
buf,15
==> flip-flops by register name, summed over array words and instances (netlist names) <==
register          flops
next_state_write      3
W_READY               1
next_state_read       2
R_VALID               1
A_W_READY             1
B_RESP                1
A_R_READY             1
B_VALID               1
==> area by class of cell <==
| type | count | area share [%] |
|---|---|---|
| Inverter | 6 | 3.05 |
| Clock buffer | 4 | 3.56 |
| Multi-Input combinational cell | 41 | 25.4 |
| Timing Repair Buffer | 21 | 22.4 |
| Tap cell | 46 | 7.80 |
| Sequential cell | 11 | 37.8 |
==> repair_timing <==
action,in CTS,in global routing
hold buffers,0,0
resized,23,1
endpoints found under the setup margin,7,5
endpoints found under the hold margin,0,0
pin swaps,0,1
setup buffers,4,1
==> cell families after synthesis <==
| kind of cell | after synthesis | share of synthesized area, % |
|---|---|---|
| AND/OR/NAND/NOR | 12 | 10.5 |
| AND-OR/OR-AND | 12 | 11.1 |
| other | 1 | 0.668 |
| flip-flops | 11 | 49.7 |
| buffers and inverters | 24 | 28.1 |
==> worst min-delay path: stages <==
cell                              delay [ns]
sky130_fd_sc_hd__clkdlybuf4s50_1        0.39
sky130_fd_sc_hd__inv_1                  0.05
sky130_fd_sc_hd__buf_4                  0.19
==> path summary, 6_finish.rpt <==
path                                            endpoint  cells past startpoint                          start
min reg2reg                        B_RESP[0]$_DFFE_PP1P_                      1  next_state_write[1]$_DFF_PP0_
max in group asynchronous  next_state_write[0]$_DFF_PP1_                      3                          RESET
max                                            B_RESP[1]                      2          B_RESP[0]$_DFFE_PP1P_
min in group clk0                  B_RESP[0]$_DFFE_PP1P_                      1  next_state_write[1]$_DFF_PP0_
max reg2reg                        B_RESP[0]$_DFFE_PP1P_                      4          B_RESP[0]$_DFFE_PP1P_
min                                  B_VALID$_DFFE_PP0P_                      3                          RESET
==> metal layers <==
layer | GRT usage [%] | wire (um)
met4 | 0.352 | 6
met3 | 2.16 | 114
met5 | 0 | 0
met1 | 4.43 | 551
met2 | 4.98 | 493
==> synth_stat cells, drive strengths merged <==
cell type  count
a21oi          3
o21ai          8
dfstp          3
conb           1
nand3b         3
inv            6
nor2           2
o21a           1
buf           18
nand2          6
dfrtp          8
nand2b         1
==> power groups by stage <==
stage         Clock, mW  Sequential (mW)  Combinational, mW
global route      0.340            0.740              0.632
CTS               0.312            0.714              0.584
finish            0.296            0.717              0.549
==> through the flow <==
stage          TNS (ns)  instances  area, um2
2_1_floorplan         0         76        622
3_3_place_gp     -0.434        122        712
3_5_place_dp     -0.468        122        712
4_1_cts          -0.268        130        743
5_1_grt          -0.365        129        738
6_report         -0.250        129        738
Power figures rest on the tool's default switching activity, not on a simulated workload.
